==> ./design.v <==
module mux_3_1 (
  input logic [31:0] data_0_i,
  input logic [31:0] data_1_i,
  input logic [31:0] data_2_i,
  input logic [1:0] sel_i,
  output logic [31:0] data_out_o		
  );
  always_comb begin
    case (sel_i)
      2'b00 : data_out_o = data_0_i;
      2'b01 : data_out_o = data_1_i;
      2'b10 : data_out_o = data_2_i;
      default : data_out_o = 32'b0;		
    endcase
  end
endmodule
module wb_cycle (
    input logic [31:0] i_ld_data_M,
    input logic [31:0] i_pc_4_W,
    input logic [31:0] i_alu_data_W,
    input logic [1:0] i_wb_sel_W,
    output logic [31:0] o_result_W
);
 mux_3_1 block_mux_wb (
    .data_0_i      (i_alu_data_W), 
    .data_1_i      (i_ld_data_M), 
    .data_2_i      (i_pc_4_W), 
    .sel_i         (i_wb_sel_W  ), 
    .data_out_o    (o_result_W )
);
endmodule
==> ./run.sh <==
#!/bin/bash
# OpenROAD 26Q1-2900-gdf79404cd8, Yosys 0.63+post, stock flow scripts
make -C /OpenROAD-flow-scripts/flow DESIGN_CONFIG=/design/flow/config.mk WORK_HOME=/design/flow/orfs finish
==> ./config.mk <==
export PLATFORM = sky130hd
export DESIGN_NAME = wb_cycle
export DESIGN_NICKNAME = wb_cycle
export VERILOG_FILES = /design/flow/design.v
export SDC_FILE = /design/flow/constraint.sdc
export NUM_CORES = 4
export LEC_CHECK = 1
export CORE_AREA = 10 10 76 76
export DIE_AREA = 0 0 86 86
==> ./constraint.sdc <==
current_design wb_cycle

set clk_period 3.4
set clk_io_pct 0.2

create_clock -name clk0 -period $clk_period

set non_clock_inputs [all_inputs -no_clocks]
set_input_delay [expr $clk_period * $clk_io_pct] -clock clk0 $non_clock_inputs
set_output_delay [expr $clk_period * $clk_io_pct] -clock clk0 [all_outputs]
==> run summary <==
Results of the full flow below.

Clock tree:
- The run gives the number of buffers inserted to repair setup after CTS as 0.
- Once the clock tree was built, the resizer swapped 0 gates to a different size.
- The run gives the number of buffers added to fix hold violations after cts as 0.

Place:
- The run puts the worst setup slack before clock tree synthesis at 0.432 ns.
- The run gives the total half-perimeter wirelength after legalization and detailed placement as 3940 um.
- The run puts the post-placement cell count at 251.
- The run puts the final estimated routing congestion in global placement at 0.762.
- The run gives the placed instance area as 0.00208 sq mm.
- The count of buffers added on input and output ports is 130.

Min path:
- The run gives the startpoint of the most critical hold path as i_pc_4_W[23].
- The path class of the tightest hold or removal check is in -> out.

Setup path:
- STA puts the critical path data arrival time at 2.25 ns.
- The run puts the top fanout value on the critical path at 23.
- STA classifies the critical path endpoint as an output port.
- The critical path starts at i_wb_sel_W[0].
- The script reports the combined buffer and inverter count of the critical path as 3.
- The worst setup path is launched from an input port.
- Grouping stages by cell kind, the critical path spends the most delay in buffers and inverters.
- On the critical path, the stage with the largest delay is an instance of buf_2.
- The setup path with the least slack is of type in -> out.
- For the worst setup path, the data required time is 2.72 ns.
- The timing report gives the biggest stage delay along the critical path as 0.54 ns.
- The critical path goes through buf_2 > buf_4 > mux2i_1 > o2bb2ai_1 > clkdlybuf4s50_1.

Finish:
- The run gives the final design utilization as 50.6%.
- The run gives the number of clock buffer instances in the layout as 0.
- The finished layout holds 251 standard cells, fillers aside.
- The run gives the fraction of layout instances using a drive strength above 1 as 8.96%.
- The run puts the area overhead of the layout relative to synthesis at 164%.
- The top cell type in the final layout, fill and taps aside, is clkdlybuf4s50_1.
- The run gives the total non-filler cell area in the finished layout as 0.00208 sq mm.
- In the layout the commonest cells are clkdlybuf4s50_1, mux2i_1, o2bb2ai_1.
- The number of sequential cells reported for the layout is 0.
- The run gives the area of all sequential standard cells as 0 sq um.

Drt:
- The run gives the number of antenna diodes as 0.
- The run gives the DRC violations left as 0.
- The detailed router used layers up to and including met3.
- The run gives the wire length per cell as 18.0 um.
- The run gives the detailed-route via count as 1097.
- Wire segments on met2 add up to 2320 um in the final route.
- The iteration count recorded for the first detailed-route pass is 3.
- Per the detail_route report, vias per standard cell equal 4.37.
- The run gives the violation count after the first detailed-route iteration as 18.
- The run puts the met1 routed wirelength after detailed routing at 1690 um.
- Wire segments on met3 add up to 500 um in the final route.
- In this run the remaining antenna-violating nets after routing total 0.
- The run gives the wire length reported by the detailed router as 4510 um.

Pwr:
- The run gives the power density over cell area as 122 mW/mm^2.
- The run puts the worst-case vdd ir drop at 69.2 uV.
- The run gives the final total power as 0.253 mW.
- The run puts the leakage power at 0.800 nW.

Synth:
- The run gives the dominant non-sequential cell family after synthesis as AND-OR/OR-AND gates.
- By area the synthesized netlist is led by mux2i_1, o2bb2ai_1, o2bb2ai_2.
- The run gives the sequential share of the synthesized area as 0%.
- The run gives the adder and majority gate portion of the synthesized area as 0%.
- The run gives the area figure in the yosys stat output as 787 sq um.
- The run gives the top cell type's share of synthesized area as 40.7%.
- The run gives the synthesized area per cell as 10.2 sq um.
- The synthesized netlist devotes 1.75% of its cell area to simple gates.
- After synthesis, the share of cell area in mux cells is 40.7%.
- The run gives the number of warnings issued by yosys as 1.
- Summing the areas of all xor and xnor instances in the mapped netlist gives 0% of the synthesized area.
- The run gives the cell total in the yosys stat output as 77.
- The run puts the AND-OR/OR-AND share of the synthesized area at 43.6%.
- Per the synthesis report, the dominant area consumer among library cells is mux2i_1.
- The run puts the number of standard cells after synthesis at 77.
- The run gives the number of library cell types mapped by synthesis as 8.
- The run gives the area of the mapped netlist as 787 sq um.

Final timing:
- Setup repair after global routing left no endpoint under its margin.
- Per the final report, max-transition violations number 0.
- The run puts the setup violation total in the final timing report at 0.
- The run gives the count of endpoints failing hold in the final timing report as 0.
- The run puts the measured slew at the worst slew-check pin at 0.691 ns.
- The run gives the final critical-path setup slack as 0.466 ns.
- The run gives the worst-case hold slack as 2.28 ns.
- The run gives the share of the clock period used by the worst path after layout as 86.3%.
- The run gives the normalized max-slew margin as 53.9%.
- The run puts the sum of negative setup slack at 0 ns.
- The run puts the final critical path time including I/O delays and setup at 2.93 ns.
- The run gives the achievable clock frequency as 341 MHz.

Global routing:
- The run puts the initial antenna violation count at 0.
- The run puts the global-route total usage across every layer at 10.7%.
- The run gives the remaining global-route overflow as 0.
- The run gives the maximum number of pins on one net before global-route repair as 33.
- The first global-routing pass estimated 6510 um of wire.
- The run puts the number of global-route vias before repair at 1208.

Job:
- Summing over the stages, the warning tally comes to 32.
- The tool flagged a number of max-cap violations equal to 0.

Die:
- The run puts the placement row count at 23.
- The run gives the I/O pin count as 130.
- The run gives the core region area as 0.00412 sq mm.
- The run gives the die width as 86 um.
- The run puts the vertical extent of the die at 86 um.
- The run gives the overall chip area as 0.00740 sq mm.
- Before placement the cells fill 19.1% of the core.

Run status:
- The run finished with clean final reports.
## tightest hold or removal path: stages
cell	delay, ns
clkdlybuf4s50_1	0.39
o2bb2ai_1	0.12
clkdlybuf4s50_1	0.41
## kinds of logic (layout without fill, tap and decap cells)
logic type             after synthesis  in the layout
buffers and inverters               12            136
muxes                               32             32
AOI/OAI and AO/OA                   32             32
and+or+nand+nor                      1              1
## cell usage after synthesis, drive strengths merged
cell type  instances
clkbuf             2
nor2b              1
mux2i             32
buf               10
o2bb2ai           32
## where the power goes
group,switching (mW),internal [mW]
combinational,0.0651,0.188
clock,0,0
sequential,0,0
## layer usage
layer	vias up	GRT usage [%]
met2	60	20.0
met4	0	0
li1	566	-
met3	0	4.48
met5	-	0
met1	471	11.5
## final cells by class
cell class                 count  area (sq um)
fill                         395          2030
timing repair buffer         136          1340
multi-input combinational     65           677
tap                           50          62.6
## path summary, 6_finish.rpt
path	end	slack [ns]	depth (start not counted)
setup / recovery	o_result_W[21]	0.47	5
hold / removal	o_result_W[23]	2.28	3
Power figures rest on the tool's default switching activity, not on a simulated workload.
