--- flow/constraint.sdc ---
current_design execute_cycle

set clk_period 29.4
set clk_io_pct 0.2

create_clock -name clk0 -period $clk_period [get_ports {i_clk}]

set non_clock_inputs [all_inputs -no_clocks]
set_input_delay [expr $clk_period * $clk_io_pct] -clock clk0 $non_clock_inputs
set_output_delay [expr $clk_period * $clk_io_pct] -clock clk0 [all_outputs]
--- flow/design.v ---
module alu
(
	input  logic  [31:0]  i_operand_a,
	input  logic  [31:0]  i_operand_b,
    input  logic   [3:0]  i_alu_op,
	output  logic  [31:0]  o_alu_data
);
    localparam logic [3:0] A_ADD  = 4'b0000;
    localparam logic [3:0] A_SUB  = 4'b0001;
    localparam logic [3:0] A_SLT  = 4'b0010;
    localparam logic [3:0] A_SLTU = 4'b0011;
    localparam logic [3:0] A_XOR  = 4'b0100;
    localparam logic [3:0] A_OR   = 4'b0101;
    localparam logic [3:0] A_AND  = 4'b0110;
    localparam logic [3:0] A_SLL  = 4'b0111;
    localparam logic [3:0] A_SRL  = 4'b1000;
    localparam logic [3:0] A_SRA  = 4'b1001;
    localparam logic [3:0] A_LUI  = 4'b1010;
    logic  carryFlag, overFlag;
    logic  [32:0]  sub;
    logic [31:0] srl_tmp,srr_tmp,sra_tmp;
    assign sub = {1'b0, i_operand_a} + {1'b0, ~i_operand_b} + 1'b1;   
    assign carryFlag = sub[32];   
    assign  overFlag  =  ((i_operand_a[31]  !=  i_operand_b[31])  ?  ((i_operand_a[31] == 1'b1)?  1'b1  :  1'b0)  :  !carryFlag);
    shift_l shiftl_1(
        .i_rs(i_operand_a),
        .i_amount(i_operand_b[4:0]),
        .result(srl_tmp)
    );
    shift_r shiftr_1 (
        .i_rs(i_operand_a),
        .i_amount(i_operand_b[4:0]),
        .result(srr_tmp)
    );
    shift_ra shiftra_1 
    (
        .i_rs(i_operand_a),
        .i_amount(i_operand_b[4:0]),
        .result(sra_tmp)
    );
    always_comb begin 
        case  (i_alu_op)
        A_ADD:  o_alu_data  =  i_operand_a  +  i_operand_b;
        A_SUB:  o_alu_data  =  sub[31:0];
        A_SLT:  o_alu_data  =  {31'd0,  overFlag};
        A_SLTU:  o_alu_data  =  {31'd0,  !carryFlag};
        A_XOR:  o_alu_data  =  i_operand_a  ^  i_operand_b;
        A_OR:  o_alu_data  =  i_operand_a  |  i_operand_b;
        A_AND:  o_alu_data  =  i_operand_a  &  i_operand_b;
        A_SLL:  o_alu_data  =  srl_tmp;
        A_SRL:  o_alu_data  =  srr_tmp;
        A_SRA   :  o_alu_data  =  sra_tmp;
        A_LUI   :  o_alu_data  =  i_operand_b;
        default    o_alu_data  = 32'd0 ;
        endcase
    end
endmodule
module execute_cycle (
    input logic i_clk,
    input logic i_rst,
    input logic i_rst_E,
    input logic i_enb_E,
    input logic i_ins_n_vld_E,
    input logic [2:0] i_slt_sl_E,
    input logic i_rd_wren_E,
    input logic i_op_a_sel_E,
    input logic i_op_b_sel_E,
    input logic [3:0] i_alu_op_E,
    input logic i_mem_wren_E,
    input logic [1:0] i_wb_sel_E,
    input logic [31:0] i_pc_E,
    input logic [31:0] i_pc_4_E,
    input logic [31:0] i_imm_E,
    input logic [31:0] i_rs1_data_E,
    input logic [31:0] i_rs2_data_E,
    input logic [1:0] i_forwardA_E,
    input logic [1:0] i_forwardB_E,
    input logic [31:0] i_alu_data_M,
    input logic [31:0] i_rs_W,
    input logic [4:0] i_rd_addr_E,
    output logic o_ins_n_vld_M,
    output logic [31:0] o_pc_4_M,
    output logic [31:0] o_alu_data_E,
    output logic [31:0] o_alu_data_M,
    output logic [2:0] o_slt_sl_M,
    output logic o_rd_wren_M,
    output logic o_mem_wren_M,
    output logic [1:0] o_wb_sel_M,
    output logic [31:0] o_rs2_data_M,
    output logic [4:0] o_rd_addr_M
);
logic [31:0] operand_a_1,operand_b_1;
logic [31:0] operand_a_2,operand_b_2;
logic [31:0] alu_data_E;
logic reg_ins_n_vld_E;
logic [2:0] reg_slt_sl_E;
logic reg_rd_wren_E;
logic reg_mem_wren_E;
logic [1:0] reg_wb_sel_E;
logic [31:0] reg_rs2_data_E;
logic [31:0] reg_pc_4_E;
logic [31:0] reg_alu_data_E;
logic [4:0] reg_rd_addr_E;
mux_3_1 mux_FWA_E (
  .data_0_i(i_rs1_data_E),
  .data_1_i(i_alu_data_M),
  .data_2_i(i_rs_W),
  .sel_i(i_forwardA_E),
  .data_out_o(operand_a_1)		
  );
mux_3_1 mux_FWB_E (
  .data_0_i(i_rs2_data_E),
  .data_1_i(i_alu_data_M),
  .data_2_i(i_rs_W),
  .sel_i(i_forwardB_E),
  .data_out_o(operand_b_1)		
  );
mux_2_1 mux_a (
      .data_1_i      (i_pc_E      ), 
      .data_0_i      (operand_a_1), 
      .sel_i         (i_op_a_sel_E), 
      .data_out_o    (operand_a_2  )
      ); 	
mux_2_1 mux_b (
      .data_1_i      (i_imm_E     ), 
      .data_0_i      (operand_b_1   ), 
      .sel_i         (i_op_b_sel_E), 
      .data_out_o    (operand_b_2  )
      );
alu block_alu (
      .i_operand_a   (operand_a_2  ), 
      .i_operand_b   (operand_b_2  ), 
      .i_alu_op      (i_alu_op_E    ),  
      .o_alu_data    (alu_data_E    )
      );
always_ff @(posedge i_clk) begin
    if (i_rst_E) begin
    reg_slt_sl_E <= 3'b0;
    reg_rd_wren_E <= 1'b0;
    reg_mem_wren_E <= 1'b0;
    reg_wb_sel_E <= 2'b0;
    reg_rs2_data_E <= 32'h0;
    reg_ins_n_vld_E <= 1'b0;
    reg_pc_4_E <= 32'h0;
    reg_alu_data_E <= 32'h0;
    reg_rd_addr_E <= 5'h0;
    end
    else if (!i_enb_E)begin
    reg_slt_sl_E <= i_slt_sl_E;
    reg_rd_wren_E <= i_rd_wren_E;
    reg_mem_wren_E <= i_mem_wren_E;
    reg_wb_sel_E <= i_wb_sel_E;  
    reg_rs2_data_E <= operand_b_1; 
    reg_ins_n_vld_E <= i_ins_n_vld_E;
    reg_pc_4_E <= i_pc_4_E;
    reg_alu_data_E <= alu_data_E;
    reg_rd_addr_E <= i_rd_addr_E;
    end
end
assign o_slt_sl_M =  reg_slt_sl_E;
assign o_rd_wren_M =   reg_rd_wren_E;
assign o_mem_wren_M =  reg_mem_wren_E;
assign o_wb_sel_M =   reg_wb_sel_E;  
assign o_rs2_data_M =  reg_rs2_data_E; 
assign o_ins_n_vld_M =  reg_ins_n_vld_E; 
assign o_pc_4_M =  reg_pc_4_E;
assign o_alu_data_M =  reg_alu_data_E;
assign o_rd_addr_M =  reg_rd_addr_E;
assign o_alu_data_E =  alu_data_E;
endmodule
module mux_2_1 (
  input logic [31:0] data_1_i    ,
  input logic [31:0] data_0_i    ,
  input logic        sel_i       ,
  output logic [31:0] data_out_o		
  );
  always_comb begin
    case (sel_i)
      1'b0 : data_out_o = data_0_i;
      1'b1 : data_out_o = data_1_i;
    endcase
  end
endmodule 
module mux_3_1 (
  input logic [31:0] data_0_i,
  input logic [31:0] data_1_i,
  input logic [31:0] data_2_i,
  input logic [1:0] sel_i,
  output logic [31:0] data_out_o		
  );
  always_comb begin
    case (sel_i)
      2'b00 : data_out_o = data_0_i;
      2'b01 : data_out_o = data_1_i;
      2'b10 : data_out_o = data_2_i;
      default : data_out_o = 32'b0;		
    endcase
  end
endmodule
module shift_l
(
 input logic [31:0] i_rs,
 input logic [4:0]  i_amount,
 output logic [31:0] result
);
logic [31:0] b_1, b_2, b_3, b_4;
  mux_2_1 shift_16bit(.data_1_i({i_rs[15:0], 16'b0}), .data_0_i(i_rs),  .sel_i(i_amount[4]), .data_out_o(b_1)    );
  mux_2_1 shift_8bit (.data_1_i({b_1 [23:0], 8'b0 }), .data_0_i(b_1 ),  .sel_i(i_amount[3]), .data_out_o(b_2)    );
  mux_2_1 shift_4bit (.data_1_i({b_2 [27:0], 4'b0 }), .data_0_i(b_2 ),  .sel_i(i_amount[2]), .data_out_o(b_3)    );
  mux_2_1 shift_2bit (.data_1_i({b_3 [29:0], 2'b0 }), .data_0_i(b_3 ),  .sel_i(i_amount[1]), .data_out_o(b_4)    );
  mux_2_1 shift_1bit (.data_1_i({b_4 [30:0], 1'b0 }), .data_0_i(b_4 ),  .sel_i(i_amount[0]), .data_out_o(result) );
endmodule
module shift_r(
 input logic [31:0] i_rs,
 input logic [4:0]  i_amount,
 output logic [31:0] result
 );
 logic [31:0] b_1, b_2, b_3, b_4;
  mux_2_1 shift_16bit(.data_1_i({16'b0, i_rs[31:16]}), .data_0_i(i_rs),  .sel_i(i_amount[4]), .data_out_o(b_1)    );
  mux_2_1 shift_8bit (.data_1_i({8'b0 , b_1 [31:8] }), .data_0_i(b_1 ),  .sel_i(i_amount[3]), .data_out_o(b_2)    );
  mux_2_1 shift_4bit (.data_1_i({4'b0 , b_2 [31:4] }), .data_0_i(b_2 ),  .sel_i(i_amount[2]), .data_out_o(b_3)    );
  mux_2_1 shift_2bit (.data_1_i({2'b0 , b_3 [31:2] }), .data_0_i(b_3 ),  .sel_i(i_amount[1]), .data_out_o(b_4)    );
  mux_2_1 shift_1bit (.data_1_i({1'b0 , b_4 [31:1] }), .data_0_i(b_4 ),  .sel_i(i_amount[0]), .data_out_o(result) );
 endmodule
 module shift_ra(
 input logic [31:0] i_rs,
 input logic [4:0]  i_amount,
 output logic [31:0] result
 );
 logic [31:0] b_1, b_2, b_3, b_4;
  mux_2_1 shift_16bit(.data_1_i({ {16{i_rs[31]}}  , i_rs[31:16]}), .data_0_i(i_rs),  .sel_i(i_amount[4]), .data_out_o(b_1)    );
  mux_2_1 shift_8bit (.data_1_i({ {8{b_1[31]}}    , b_1 [31:8] }), .data_0_i(b_1 ),  .sel_i(i_amount[3]), .data_out_o(b_2)    );
  mux_2_1 shift_4bit (.data_1_i({ {4{b_2[31]}}    , b_2 [31:4] }), .data_0_i(b_2 ),  .sel_i(i_amount[2]), .data_out_o(b_3)    );
  mux_2_1 shift_2bit (.data_1_i({ {2{b_3[31]}}    , b_3 [31:2] }), .data_0_i(b_3 ),  .sel_i(i_amount[1]), .data_out_o(b_4)    );
  mux_2_1 shift_1bit (.data_1_i({ b_4[31]         , b_4 [31:1] }), .data_0_i(b_4 ),  .sel_i(i_amount[0]), .data_out_o(result) );
 endmodule
--- flow/run.sh ---
#!/bin/bash
# OpenROAD 26Q1-2900-gdf79404cd8, Yosys 0.63+post, stock flow scripts
make -C /OpenROAD-flow-scripts/flow DESIGN_CONFIG=/design/flow/config.mk WORK_HOME=/design/flow/orfs finish
--- flow/config.mk ---
export PLATFORM = sky130hd
export DESIGN_NAME = execute_cycle
export DESIGN_NICKNAME = execute_cycle
export VERILOG_FILES = /design/flow/design.v
export SDC_FILE = /design/flow/constraint.sdc
export NUM_CORES = 4
export LEC_CHECK = 1
export CORE_UTILIZATION = 40
==> flow report <==
====================================================================================================
Run status ............................................................................ finished, final reports clean
Clock latency at the later pin of the worst-skew pair .................................      0.39 ns
Routed vias/inst ......................................................................        6.326
Total power density per cell area ..................................................... 37.23 nW/µm²
Initial DRC count .....................................................................         2010
Setup violators final .................................................................            0
Peak ir drop on the vdd network .......................................................   0.02888 mV
Drt first pass iters ..................................................................            6
Wire length per cell after detailed routing ...........................................     26.96 µm
Area figure in the yosys stat output ..................................................    15690 µm²
Category of the worst setup path launch point .........................................    input pin
GP Congestion .........................................................................        1.099
Dominant cell area share ..............................................................       0.1550
Warnings from Yosys ...................................................................            4
Total via count after detailed routing ................................................        18946
Pins over their slew limit ............................................................            0
Crit. End Element ..................................................................... primary output
Cell area after synthesis .............................................................    15690 µm²
Path category of the worst min-delay check ............................................      reg2reg
Total grt overflow ....................................................................            0
Worst R2R Start ....................................................................... reg_alu_data_E[11]
Number of cells on the worst hold path ................................................            2
Clock-pin slew reported for the worst setup and hold paths after clock tree synthesis .      0.10 ns
Post-DP HPWL ..........................................................................     62.38 mm
Path type of the worst setup path .....................................................       in2out
Post-Route Utilization ................................................................       0.5245
Cell chosen for the clock root ........................................................ sky130_fd_sc_hd__clkbuf_16
CTS tree ..............................................................................         done
X dimension of the die ................................................................     200.1 µm
Total detailed-routing wirelength .....................................................     80.75 mm
Synth Seq Share .......................................................................       0.1390
Port Buffer Count .....................................................................          390
Tally of non-filler cells in the final layout .........................................         2995
Total Routing Usage GR ................................................................       0.4071
Core Rows .............................................................................           72
Synthesis-stage register bit count ....................................................          109
Transition at the pin with the smallest max-transition slack ..........................     1.051 ns
Number of buffers inserted for hold repair after clock tree synthesis .................            0
Leakage power .........................................................................  0.008325 µW
Shortest clock period the worst path allows after layout ..............................     18.00 ns
Via count of the first global-routing pass ............................................        17570
Setup Fix Bufs, Post-CTS ..............................................................            0
Setup repair after global routing missed its margin ...................................           no
Setup TNS .............................................................................         0 ns
Inserted Clock Buffers ................................................................            9
Initial antenna violation count .......................................................            1
Number of failing hold endpoints at the final stage ...................................            0
CTS resizes ...........................................................................            0
Drc violations ........................................................................            0
Cell count after synthesis ............................................................         2194
Number of H-tree levels ...............................................................            3
Path depth of the worst reg2reg path ..................................................            2
Hold Path Origin ...................................................................... reg_rs2_data_E[1]
Max capacitance violation total .......................................................            0
Global-route wire length before repair ................................................     116.3 mm
RR Endpoint ........................................................................... reg_alu_data_E[11]
Top cell type by instance count after synthesis ....................................... sky130_fd_sc_hd__mux2i_1
CP Data Required Time .................................................................     23.52 ns
Relative slew slack ...................................................................       0.2918
Total die area ........................................................................    40030 µm²
Count of placed standard cells including taps .........................................         2978
Post-synth ARST share .................................................................            0
Flop-to-flop setup slack ..............................................................     28.67 ns
Avg Inst Size Synth ...................................................................    7.153 µm²
Layout overhead on the synthesized area ...............................................       29.16%
Worst hold endpoint ................................................................... reg_rs2_data_E[1]
Maximum clock path buffer count .......................................................            2
Final worst-path cycle share ..........................................................       0.6123
Leading cell types by count after synthesis ........................................... sky130_fd_sc_hd__mux2i_1, sky130_fd_sc_hd__nor2_1, sky130_fd_sc_hd__nand2_1, sky130_fd_sc_hd__a21oi_1, sky130_fd_sc_hd__o21ai_0
Maximum fanout along the worst path ...................................................           48
Arrival time worst endpoint ...........................................................     12.12 ns
Layout cell share with drive strength beyond 1 ........................................      0.06462
Synth cell types ......................................................................           89
DRT antenna net count .................................................................            0
Final worst hold slack ................................................................    0.4685 ns
Area of the core ......................................................................    38650 µm²
Initial core utilization ..............................................................       0.4061
Ys flop type .......................................................................... sky130_fd_sc_hd__dfxtp_1
Highest Clock Rate ....................................................................    55.55 MHz
Clk_skew ..............................................................................         0 ns
Tool Warnings .........................................................................           90
Clock tree sinks ......................................................................          109
Die height ............................................................................     200.1 µm
Cell taking the most area after synthesis ............................................. sky130_fd_sc_hd__mux2i_1
Yosys cell count ......................................................................         2194
Cell types occupying the most area after synthesis .................................... sky130_fd_sc_hd__mux2i_1, sky130_fd_sc_hd__dfxtp_1, sky130_fd_sc_hd__ha_1, sky130_fd_sc_hd__nor2_1, sky130_fd_sc_hd__nand2_1
Largest net degree at the start of global routing .....................................           68
Count of library flops with an enable pin .............................................            0
Number of placed I/O pins .............................................................          392
====================================================================================================
registers in the layout, indices dropped and copies added (netlist names):
name and flops:
reg_rs2_data_E 32, reg_mem_wren_E 1, reg_alu_data_E 32, reg_rd_wren_E 1, reg_ins_n_vld_E 1, reg_pc_4_E 32
reg_slt_sl_E 3, reg_wb_sel_E 2, reg_rd_addr_E 5
placed cells by master, fill, tap and decap left out, types with 57 or more instances in the layout:
cell,n
sky130_fd_sc_hd__nand3_1,57
sky130_fd_sc_hd__o21ai_0,122
sky130_fd_sc_hd__dfxtp_1,109
sky130_fd_sc_hd__nand2_1,203
sky130_fd_sc_hd__mux2i_1,242
sky130_fd_sc_hd__clkdlybuf4s50_1,383
sky130_fd_sc_hd__ha_1,96
sky130_fd_sc_hd__buf_4,74
sky130_fd_sc_hd__nor2_1,215
sky130_fd_sc_hd__inv_1,106
sky130_fd_sc_hd__a21oi_1,151
critical path, cell delays in order:
cell and delay (ns):
sky130_fd_sc_hd__clkdlybuf4s50_1 0.40, sky130_fd_sc_hd__buf_4 0.27, sky130_fd_sc_hd__nor2b_2 0.22, sky130_fd_sc_hd__o2bb2ai_1 0.22, sky130_fd_sc_hd__mux2i_4 0.17, sky130_fd_sc_hd__buf_4 0.49, sky130_fd_sc_hd__inv_1 0.14, sky130_fd_sc_hd__buf_4 0.34
sky130_fd_sc_hd__ha_1 0.33, sky130_fd_sc_hd__fa_1 0.45, sky130_fd_sc_hd__nand2b_1 0.13, sky130_fd_sc_hd__a211oi_1 0.13, sky130_fd_sc_hd__o21ai_0 0.85, sky130_fd_sc_hd__a31oi_1 0.34, sky130_fd_sc_hd__nor2_1 0.17, sky130_fd_sc_hd__a311oi_1 0.07
sky130_fd_sc_hd__xnor2_1 0.62, sky130_fd_sc_hd__o21ai_0 0.20, sky130_fd_sc_hd__or2_1 0.25, sky130_fd_sc_hd__clkdlybuf4s50_1 0.43
through the flow:
step | power, µW | cell area (µm²) | worst slack, ns
2_1_floorplan | 420.7 | 15690 | 13.36
3_3_place_gp | 607.0 | 19950 | 11.68
3_5_place_dp | 608.5 | 19950 | 11.64
4_1_cts | 745.4 | 20270 | 11.63
5_1_grt | 793.7 | 20270 | 11.27
6_report | 754.7 | 20270 | 11.40
routing by layer:
metal / wire, µm / global-route usage / vias up
met5: 12 / 0 / -
met4: 6229 / 0.2516 / 2
met3: 8333 / 0.09683 / 242
met2: 34670 / 0.6080 / 1150
met1: 31510 / 0.5324 / 8859
li1: - / - / 8693
power by group:
group	internal, µW	switching [µW]
registers	158	5.28
logic	184	272
clock network	62.0	73.7
cells by family (layout without fill, tap and decap cells):
logic type / Yosys count / after routing / share of synthesized area
flip-flops: 109 / 109 / 0.1390
buffers and inverters: 309 / 591 / 0.08076
AND/OR/NAND/NOR: 666 / 666 / 0.1935
adder cells (fa/ha/maj): 98 / 98 / 0.07909
other: 0 / 1 / 0
multiplexers: 269 / 269 / 0.1746
AND-OR/OR-AND: 727 / 727 / 0.3241
XOR/XNOR: 16 / 16 / 0.008929
final cells by class:
cell class / count / area, µm²
sequential: 109 / 2182
clock buffer: 9 / 225.2
fill: 3713 / 18380
multi-input combinational: 1776 / 12280
timing repair buffer: 462 / 4414
inverter: 113 / 425.4
clock inverter: 7 / 91.34
tap: 518 / 648.1
antenna: 1 / 2.502
how the worst max path moves through the flow:
| stage | from | to | depth (start not counted) |
|---|---|---|---|
| CTS | i_forwardB_E[1] | o_alu_data_E[18] | 20 |
| global route | i_forwardB_E[1] | o_alu_data_E[18] | 20 |
| finish | i_forwardB_E[1] | o_alu_data_E[18] | 20 |
Power and IR drop assume default switching activity.
