## flow/constraint.sdc

```tcl
current_design driver

set clk_period 10.1
set clk_io_pct 0.2

create_clock -name clk0 -period $clk_period [get_ports {i_clk}]

set non_clock_inputs [all_inputs -no_clocks]
set_input_delay [expr $clk_period * $clk_io_pct] -clock clk0 $non_clock_inputs
set_output_delay [expr $clk_period * $clk_io_pct] -clock clk0 [all_outputs]
```

## flow/design.v

```verilog
module driver (
  output logic [31:0]   i_io_sw ,
  input  logic i_clk,
  input  logic i_reset
);
  logic [63:0] counter;
  always @(posedge i_clk) begin
    if (!i_reset)
      counter <= '0;
    else
      counter <= counter + 1;
  end
  always_comb begin
    if (counter > 2) begin
      i_io_sw = 32'hA5A5A5A5;
    end
    else begin
      i_io_sw = 32'h0;
    end
  end
endmodule : driver
```

## flow/config.mk

```make
export PLATFORM = sky130hd
export DESIGN_NAME = driver
export DESIGN_NICKNAME = driver
export VERILOG_FILES = /design/flow/design.v
export SDC_FILE = /design/flow/constraint.sdc
export NUM_CORES = 4
export LEC_CHECK = 1
export CORE_UTILIZATION = 30
```

## flow/run.sh

```bash
#!/bin/bash
# OpenROAD 26Q1-2900-gdf79404cd8, Yosys 0.63+post, stock flow scripts
make -C /OpenROAD-flow-scripts/flow DESIGN_CONFIG=/design/flow/config.mk WORK_HOME=/design/flow/orfs finish
```

==> flow_summary.ini <==
; flow metrics
[status]
status = finished, final reports clean

[final_timing]
setup_ws_ns = 5.53
setup_viol_count_final = 0
fin_hold_ws_ns = 0.462
fin_crit_sh_pct = 45.3
finalCriticalPeriod_ns = 4.57
drv_slew = 0
hold_viol = 0
slew_headroom_pct = 48.8
worstMarginPinSlew_ns = 0.761
skew_ns = 0.00644
rsz0062_at_grt = false
fin_tns_setup_ns = 0
fmax_mhz = 219

[logic_synthesis]
ys.flops = 64
yosys_cells = 417
yosys.area.top_type_share_pct = 37.0
topCellsByArea = dfxtp_1 (37%), buf_4 (6.7%), nand4_1 (5.6%), xor2_1 (5.1%), nor2_1 (4.3%)
async_flop_share_pct = 0
syn_area_per_cell_um2 = 8.29
netlist_instances = 417
top_area_cell = dfxtp_1
post_synth_num_cell_types = 39
yosys-stat-area_mm2 = 0.00346
synth_seq_share_pct = 37.0
synth_area_mm2 = 0.00346
synth-edff-count = 0
yosys_warnings = 1
synth_top_flop_cell = dfxtp_1

[global_route]
grt_pass1_vias = 2664
antenna_found_initial = 0
grt_max_degree = 61
grt_pass1_wl_um = 13200
grt-ovfl-total = 0
track_usage_pct = 14.1

[placed_design]
dp.cells = 545
dp_hpwl_um = 5120
placed_area_mm2 = 0.00357
io_buffers = 17
place_ws_ns = 5.83
place_congestion = 0.860

[drt]
first_pass_iters = 4
via_per_inst = 5.25
drt-initial-drc-count = 305
post_drt_wl_per_cell_um = 13.6
antennaDiodeCount = 0
drt_wl_total_um = 7610
drtAntennaViolNets = 0
drc = 0
via_count = 2944

[clock_tree]
clk_pin_slew_worst_paths_ns = 0.05
cts_sinks = 64
cts-root-buf = clkbuf_16
cts_tree = done
cts_resized = 0
holdBufCountCts = 0
htreeDepth = 3
cts.path.max_buffers = 2
cts_buffers = 9
postCtsSetupRepairBufs = 0
clock.latency.late_pin_ns = 0.33

[power_and_ir_drop]
leakage_nw = 1.28
p_seq_share_pct = 41.5
power_mw = 0.614
intPower_mw = 0.489
p_per_area_mw_per_mm2 = 158
switching_share_pct = 20.4
power.switching_mw = 0.125
pwr-share-clk_pct = 53.9
peakVddDrop_mv = 0.0908
combPwrFrac_pct = 4.6

[die]
die_width_um = 109
chip_area_mm2 = 0.0120
core_util_floorplan_pct = 31.4
io_pins = 34
die_h_um = 109
row_count = 38
core_area_mm2 = 0.0110

[finish]
final_cell_mix = dfxtp_1 (64), nor2_1 (40), nand4_1 (31)
layout_top_cell = dfxtp_1
top_register = counter
stdcell_count = 561
syn2layout_area_growth_pct = 12.5
drive_gt1_share_pct = 7.60
regArea_mm2 = 0.00128
postLayoutCoreUtil_pct = 35.3
final_area_mm2 = 0.00389
largest_register_ffs = 64
reg_top3 = counter x64
fillCellCount = 1121
final-comb-area_mm2 = 0.00189

[worst_hold_path]
hold_path_class = reg2reg

[critical_path]
crit_required_ns = 8.08
arrival_ns = 2.55
ff2ff_setup_slack_ns = 7.54
cp-start-kind = flip-flop
crit_path_max_fanout = 16
worstSetupEndpointType = output pin
critical_path_class = reg2out

[flow_run]
warnings = 26
maxCapViolCount = 0
-- worst paths after layout --
path / start / end / depth (start not counted)
worst max-delay path: counter[0] / i_io_sw[8] / 7
worst min-delay path: counter[0] / counter[0] / 1
worst max register to register: counter[8] / counter[49] / 5
worst min register to register: counter[0] / counter[0] / 1
-- worst max-delay path: stages, from the launching register on --
cell             delay, ns
dfxtp_1               0.33
inv_1                 0.07
ha_1                  0.13
inv_1                 0.03
a211oi_1              0.23
nand4_1               0.17
or4_1                 0.76
clkdlybuf4s50_1       0.50
-- Yosys cell counts (2+ instances only) --
cell type	instances
a21oi_1	28
nor3_1	10
or3_2	3
nor4_1	19
xor2_1	20
buf_4	31
or3_1	14
nand4_1	31
clkbuf_1	10
nand3_2	3
or4_1	13
nand2_1	25
buf_2	2
dfxtp_1	64
o31ai_1	11
inv_1	12
nor4_4	4
nand3_1	22
and2_1	3
nor2_1	40
o21ai_0	16
ha_1	2
xnor2_1	13
and3_1	6
-- power by group through the flow --
stage     Combinational [mW]  Clock, mW  Sequential [mW]
4_1_cts               0.0286      0.338            0.255
5_1_grt               0.0330      0.351            0.255
6_report              0.0280      0.331            0.255
-- per-layer routing --
layer	global-route usage [%]	wire [µm]	up-vias
met2	21.7	3390	79
li1	-	-	1480
met1	21.7	3720	1376
met4	1.52	76	0
met5	0	0	-
met3	2.30	423	9
-- cells by family after synthesis --
kind of cell,share of synthesized area (%)
AND-OR/OR-AND,9.23
XOR/XNOR,8.36
adder cells (fa/ha/maj),0.723
buffers and inverters,9.99
flip-flops,37.0
multiplexers,0.289
other,0.108
AND/OR/NAND/NOR,34.3
-- cell type report --
class	count	share of cell area [%]
Multi-Input combinational cell	310	48.5
Timing Repair Buffer	18	4.57
Clock buffer	9	5.79
Inverter	13	1.25
Clock inverter	7	2.44
Sequential cell	64	32.9
Tap cell	140	4.50
No activity file was given, so power comes from the tool's default toggle rates.
